--- design.v ---
module address_mem_encoder  #(  
        parameter int unsigned output_width = 3,
        parameter int unsigned input_width  = 16
    )(   
        input   logic                       clock, reset, we, clear,
        input   logic [input_width-1:0]     addr_in,
        output  logic [output_width-1:0]    addr_out,
        output  logic                       not_selected, address_conflict, free_space
    );
    logic                          init, end_init;
    logic [output_width-1:0]       pos, start_ptr, end_ptr;
    logic [output_width-1:0]       pos_vector[2**output_width-1:0];
    logic [output_width:0]         pos_start_ptr, pos_end_ptr;
    wire  [2**output_width-1:0]    sel_vector;
    wire  [2**output_width-2:0]    conflict_vector, sel;
    logic [2**output_width-1:0]    used_vector;
    wire  [2**output_width-1:0]    addr_out_comb[2**output_width-1:0];
    logic [input_width-1:0]        task_lookup_reg[2**output_width-1:0];
    assign start_ptr    = pos_start_ptr[output_width-1:0];
    assign end_ptr      = pos_end_ptr[output_width-1:0];
    assign pos          = pos_vector[start_ptr];
    assign end_init     = &end_ptr;
    always_ff @(negedge clock)
        if(pos_start_ptr[output_width] & pos_end_ptr[output_width])
            begin
                pos_start_ptr[output_width] <= 1'd0;
                pos_end_ptr[output_width]   <= 1'd0;
            end
    always_ff @(negedge clock) 
        if (reset) begin
            used_vector                 <= 1'd0;
            init                        <= 1'd1;
            pos_start_ptr               <= {output_width{1'd0}};
            pos_end_ptr                 <= {output_width{1'd0}};
        end
        else if (we & free_space & ~init) begin
            used_vector[pos]            <= 1'd1;
            task_lookup_reg[pos]        <= addr_in;
            pos_start_ptr               <= pos_start_ptr + 1'd1; 
        end
        else if (clear & ~init) begin
            used_vector[addr_out]       <= 1'd0;
            task_lookup_reg[addr_out]   <= {input_width{1'd0}};
            pos_vector[end_ptr]         <= addr_out;
            pos_end_ptr                 <= pos_end_ptr + 1'd1;
        end
        else if (init) begin
            init                        <= ~end_init;
            pos_vector[end_ptr]         <= pos_end_ptr[output_width-1:0];
            pos_end_ptr                 <= pos_end_ptr + 1'd1;
            task_lookup_reg[end_ptr]    <= {input_width{1'd0}};
        end
            assign sel_vector[0]    = used_vector[0] & (addr_in == task_lookup_reg[0]);
            assign addr_out_comb[0] = {output_width{1'd0}};
            genvar i;
            generate
            for(i=0; i < 2**output_width-1; i=i+1)
                begin
                    assign sel[i]               = used_vector[i+1] && (addr_in == task_lookup_reg[i+1]);
                    assign sel_vector[i+1]      = sel[i] | sel_vector[i];
                    assign addr_out_comb[i+1]   = addr_out_comb[i] | (sel[i] ? i+1 : {output_width{1'd0}});
                    assign conflict_vector[i]   = sel_vector[i] & sel[i];
                end
            endgenerate
    assign addr_out             = addr_out_comb[2**output_width-1];
    assign not_selected         = ~|sel_vector;
    assign address_conflict     = |conflict_vector;
    assign free_space           = ~&used_vector;
endmodule 
--- run.sh ---
#!/bin/bash
# OpenROAD 26Q1-2900-gdf79404cd8, Yosys 0.63+post, stock flow scripts
make -C /OpenROAD-flow-scripts/flow DESIGN_CONFIG=/design/flow/config.mk WORK_HOME=/design/flow/orfs finish
--- config.mk ---
export PLATFORM = sky130hd
export DESIGN_NAME = address_mem_encoder
export DESIGN_NICKNAME = address_mem_encoder
export VERILOG_FILES = /design/flow/design.v
export SDC_FILE = /design/flow/constraint.sdc
export NUM_CORES = 4
export LEC_CHECK = 1
export CORE_UTILIZATION = 50
--- constraint.sdc ---
current_design address_mem_encoder

set clk_period 6.9
set clk_io_pct 0.2

create_clock -name clk0 -period $clk_period [get_ports {clock}]

set non_clock_inputs [all_inputs -no_clocks]
set_input_delay [expr $clk_period * $clk_io_pct] -clock clk0 $non_clock_inputs
set_output_delay [expr $clk_period * $clk_io_pct] -clock clk0 [all_outputs]
==> impl_metrics.tcl <==
# place-and-route summary
set metrics [dict create \
    slowest_stage "edfxtp_1" \
    rsz0062_at_grt "true" \
    path_buffers 3 \
    syn_area_um2 7790 \
    startpoint "task_lookup_reg[1][4]" \
    ys_area_um2 7790 \
    cp.depth 10 \
    drc_errors 0 \
    die_w_um 127 \
    pwr-share-comb_pct 9.1 \
    ys_sh_aoi_pct 4.48 \
    first_iter_violations 393 \
    antenna_cells 0 \
    crit_path_end "address_conflict" \
    arrival_ps 6050 \
    top_area_share_pct 58.6 \
    ant_nets 0 \
    clk_pin_slew_ps 50 \
    ys_cells 541 \
    violations "negative setup slack" \
    top_cell "edfxtp_1" \
    p_seq_share_pct 43.0 \
    chip_area_um2 16100 \
    crit_path_end_kind "primary output" \
    clock_latency_ps 460 \
    yosys_warnings 5 \
    regToRegSetupSlack_ps 3740 \
    synth-simple-area-share_pct 10.1 \
    ys_sh_xor_pct 14.8 \
    ys_sh_mux_pct 2.54 \
    drv_slew 0 \
    p_sw_mw 0.825 \
    ys_sh_adder_pct 1.25 \
    ys_ff 170 \
    path_delay_family "simple AND/OR/NAND/NOR gates" \
    async_flop_share_pct 0 \
    core-area_um2 15200 \
    gp_congestion 0.918 \
    p_leak_nw 4.52 \
    cts_sinks 170 \
    tool_warnings 200 \
    fp_util_pct 51.2 \
    startpoint_type "flop" \
    cp_slowest_stage_delay_ps 390 \
    r2r-start "task_lookup_reg[7][5]" \
    grt_pass1_vias 5813 \
    grt_pass1_wl_um 30200 \
    status "finished with violations" \
    root_buffer "clkbuf_16" \
    report.final.hold_viol_count 0 \
    tightest_slew_ps 760 \
    whs_ps 508 \
    r2r_end "task_lookup_reg[4][5]" \
    synthFlopType "edfxtp_1" \
    finalPower_mw 2.75 \
    drt-total-wl_um 19700 \
    wl_per_cell_um 18.8 \
    antenna_found_initial 0 \
    skew_ps 23.4 \
    top_area_cell "edfxtp_1" \
    timing.final.ws_setup_ps -534 \
    first_pass_iters 4 \
    overflow 0 \
    logic_family "XOR/XNOR gates" \
    hold_path_class "reg -> reg" \
    edf_count 152 \
    relSlewSlack_pct 47.9 \
    switching_share_pct 30.0 \
    chipHeight_um 127 \
    cp_common_cell "buf_4" \
    area_leaders "edfxtp_1 59%, xnor2_1 9.6%, xor2_1 5.3%" \
    port_buffers 25 \
    drive_gt1_share_pct 26.5 \
    numCtsBuffers 17 \
    track_usage_pct 28.4 \
    avgViaCountPerCell 5.12 \
    cp_max_fo 5 \
    syn_to_final_growth_pct 37.9 \
    syn_area_per_cell_um2 14.4 \
    htreeDepth 4 \
    worstRegToRegCells 11 \
    nFillCells 959 \
    num_rows 45 \
    required_ps 5520 \
    cts_tree "yes" \
    dp_hpwl_um 12800 \
    cts-hold-fix-buffers 0 \
    yosysSeqAreaShare_pct 63.2 \
    max-cap-violations 0 \
    crit_type "reg -> out" \
    internal_power_mw 1.93 \
    largest_register_ffs 128 \
    post-place-ws_ps -1200 \
    cts_max_path_buffers 2 \
    io_pins 26 \
    synthDistinctLibCells 53 \
    num_vias 5374 \
    grt_start_max_net_pins 17 \
    peakVddDrop_mv 0.257 \
    synth_cells 541 \
    crit_chain "xor2_1 -> nor4_1 -> buf_4 -> nand4_1 -> nor2_1 -> buf_4 -> maj3_1 -> o22a_1 -> a31o_2 -> buf_2" \
    synth.cells.most_frequent "152 x edfxtp_1, 85 x xnor2_1, 47 x xor2_1, 30 x nor2_1, 21 x nor4_1" \
    p_clk_share_pct 47.9 \
    power_density_nw_per_um2 256 \
    setup_viol 136 \
]
cell families after synthesis:
| group | count (synthesis) |
|---|---|
| AND-OR/OR-AND | 45 |
| XOR/XNOR | 132 |
| adder cells (fa/ha/maj) | 8 |
| buffers and inverters | 37 |
| flip-flops | 170 |
| multiplexers | 12 |
| AND/OR/NAND/NOR | 137 |
power groups by stage:
stage	combinational, mW	clock, mW	sequential [mW]
final	0.250	1.32	1.18
after CTS	0.247	1.36	1.18
after global routing	0.267	1.48	1.18
layer usage:
metal / vias to the layer above / wire, um / part of all wire, % / track usage [%]
li1: 2619 / - / - / -
met1: 2551 / 7450 / 38 / 36.3
met2: 175 / 9810 / 50 / 42.2
met3: 29 / 1780 / 9.0 / 14.6
met4: 0 / 703 / 3.6 / 13.4
met5: - / 0 / 0 / 0
how the worst min path moves through the flow:
stage	slack [ps]	startpoint	to	depth (start not counted)
4_1_cts	510	pos_start_ptr[1]	pos_start_ptr[1]	2
5_1_grt	560	pos_start_ptr[1]	pos_start_ptr[1]	2
6_report	510	pos_start_ptr[1]	pos_start_ptr[1]	2
per-stage QoR:
step	setup TNS [ps]	std cells	area (um^2)	util [%]
floorplan	-52600	541	7970	-
global placement	-164300	807	8840	58.2
detailed placement	-171380	807	8840	58.2
CTS	-69010	1041	10600	69.8
global route	-62390	1049	10700	70.6
finish	-54040	1049	10700	70.6
worst register-to-register path: cells and delay by family (launching register included):
family / cells / cell delay [ps]
XOR/XNOR: 1 / 160
AND/OR/NAND/NOR: 5 / 1180
buffers and inverters: 4 / 690
flip-flops: 1 / 400
AND-OR/OR-AND: 1 / 430
repair_timing:
item	CTS	global route
endpoints found under the setup margin	165	159
pin swaps	27	19
cloned	4	0
setup buffers	30	14
resized	96	38
hold endpoints to repair	0	0
layout make-up:
class                           count  area [um^2]  share of cell area, %
Timing Repair Buffer              147         1400                   13.1
Tap cell                          188          235                   2.19
Clock buffer                       17          425                   3.96
Multi-Input combinational cell    334         2910                   27.1
Clock inverter                    185          807                   7.52
Sequential cell                   170         4920                   45.9
Inverter                            8         32.5                  0.303
placed cells by master (no fill, tap or decap), drive strengths merged, types with 18 or more instances in the layout:
cell,instances
xnor2,85
nand2,18
dfxtp,18
clkbuf,27
nor2,30
edfxtp,152
xor2,47
buf,127
inv,186
and2,18
nor4,26
nand4,20
Power figures rest on the tool's default switching activity, not on a simulated workload.
